$ cat /design/flow/design.v
module ram # (
	parameter ADDR_WIDTH = 12,
	parameter DATA_WIDTH = 32,
	parameter DEPTH = 256
	) ( 	
	input wire clk,
	input wire [ADDR_WIDTH-1:0] addr,
	input wire[DATA_WIDTH-1:0] data_in,
	input wire we,
	output reg [DATA_WIDTH-1:0] data_out
);
	reg [DATA_WIDTH-1:0] mem [0:DEPTH-1];
	localparam FILE = "";
	initial begin
		$readmemb(FILE, mem);
	end
	always @ (posedge clk) begin
		if (we) begin
			mem[addr] <= data_in;
		end
		data_out <= mem[addr];
	end
endmodule
$ cat /design/flow/run.sh
#!/bin/bash
# OpenROAD 26Q1-2900-gdf79404cd8, Yosys 0.63+post, stock flow scripts
make -C /OpenROAD-flow-scripts/flow DESIGN_CONFIG=/design/flow/config.mk WORK_HOME=/design/flow/orfs finish
$ cat /design/flow/config.mk
export PLATFORM = sky130hd
export DESIGN_NAME = ram
export DESIGN_NICKNAME = ram
export VERILOG_FILES = /design/flow/design.v
export SDC_FILE = /design/flow/constraint.sdc
export NUM_CORES = 4
export LEC_CHECK = 1
export CORE_UTILIZATION = 30
export SYNTH_HDL_FRONTEND = slang
export SYNTH_MEMORY_MAX_BITS = 65536
$ cat /design/flow/constraint.sdc
current_design ram

set clk_period 40.0
set clk_io_pct 0.2

create_clock -name clk0 -period $clk_period [get_ports {clk}]

set non_clock_inputs [all_inputs -no_clocks]
set_input_delay [expr $clk_period * $clk_io_pct] -clock clk0 $non_clock_inputs
set_output_delay [expr $clk_period * $clk_io_pct] -clock clk0 [all_outputs]
==> reports/metrics.cfg <==
[status]
outcome=finished with violations
violations=capacitance limit, slew limit

[setup_path]
critical_path.slowest_cell=o41ai_2
crit_path_frequent_cell=buf_4
endpoint_kind=register
critical_path.max_stage_delay_ps=1270
crit_chain=buf_16, buf_4, buf_4, buf_4, buf_4, buf_4, buf_4, buf_4, mux4_2, a22oi_1, a21oi_1, o41ai_2, buf_4, nand4_1
worstSetupStartpointType=input pin
required_ps=40790
crit_fanout=65
crit_type=input pin to register
r2r_slack_ps=36190
crit_arrival_ps=15900

[route]
wl_met1_mm=240
drc=0
dr.pass1.iters=5
wl_per_cell_um=29.5
via_per_inst=5.08
route.vias.total=144087
drt-total-wl_mm=835
highest_layer=met5
dr_wl_met3_mm=162
wl_met2_mm=389
final_antenna_net_count=0
first_iter_violations=10125

[final_layout]
fin_cells=28356
finalInstanceArea_um2=358000
mostFrequentLayoutCells=edfxtp_1 (8192), mux4_2 (2048), a22oi_1 (1024), clkbuf_16 (823), buf_4 (817)
drive_gt1_share_pct=29.4
syn2layout_area_growth_pct=15.9
lay_top_count=edfxtp_1

[power]
p_leak_nw=107
ir_drop_mv=0.0431
p_per_area_nw_per_um2=49.0
finalPower_mw=17.6

[timing]
fin_tns_setup_ps=0
max-slew-margin-rel_pct=-2.48
fmax_mhz=66.2
post-route-period-util_pct=37.8
min_period_ps=15110
setup_ws_ps=24890
hold_viol=0
maxSlewViolCount=2
finalSetupViolCount=0
worstMarginPinSlew_ps=1520
fin_skew_ps=113
rsz0062_at_grt=no

[synth]
ys_sh_xor_pct=0
yosys_area_um2=309000
syn_avg_cell_area_um2=23.6
yosys.area_share.simple_pct=0.489
flop_cell=edfxtp_1
ys_top_logic_family=multiplexers
yosysTopAreaCellShare_pct=79.6
yosys.area.top_type=edfxtp_1
syn_inst=13087
synth_cell_types=22
yosys_warnings=0
yosysSeqAreaShare_pct=79.8
netlist_area_um2=309000
fa_ha_area_share_pct=0
synth.cellmix.compoundShare_pct=3.68
ys.flops=8224
async_flop_share_pct=0
edf_count=8192
ys_cells=13087
topCellsByArea=edfxtp_1 (80%), mux4_2 (15%), a22oi_1 (2.5%), a21oi_1 (0.83%), clkbuf_1 (0.60%)
synth.mux.area_fraction_pct=14.9

[min_path]
hp-class=register to register

[clocking]
h-tree-depth=6
cts_buffers=815
cts_resized=0
cts_setup_buffers=0
clock_sinks=8224
holdBufCountCts=0
path_clk_slew_ps=60
cts-root-buf=clkbuf_16
cts_tree=done
clkLatencyLatePin_ps=1170
clockBufferDepth=4

[floorplanning]
floorplan.core_util_pct=30.1
chipWidth_mm=1.02
rows=372
chipArea_um2=1030000
core_area_um2=1030000
io_pins=78
die_h_mm=1.02

[global_routing]
grt_max_degree=96
first_global_vias=160941
grt_overflow=0
grt_pass1_wl_mm=1180
grt_usage_pct=17.2
grt_antenna_before_repair=35

[placed_design]
portBuffers=73
dp_hpwl_mm=478
placed_cells=26846
place_congestion=0.888
place_area_um2=333000
preCtsSetupSlack_ps=23510

[flow_run]
warning_count=30
cap_violations=1

## cell usage after synthesis (2+ instances only)
cell type / count
a21oi_1: 512
a22oi_1: 1024
and2_1: 3
buf_1: 64
buf_2: 209
buf_4: 21
buf_6: 4
clkbuf_1: 498
dfxtp_1: 32
edfxtp_1: 8192
mux4_2: 2048
nand2_1: 28
nand2b_1: 6
nand3_1: 13
nand4_1: 32
nor2_1: 232
nor2b_1: 7
nor3_1: 30
o41ai_1: 128
or2_2: 2
## critical path: cells and delay by family
kind                   cells  cell delay [ps]
buffers and inverters      9             4780
multiplexers               1              580
AND/OR/NAND/NOR            1              530
AND-OR/OR-AND              3             1730
## where the power goes
group          internal [mW]  switching (mW)  total [mW]
clock network           4.02            3.19        7.21
logic                  0.278           0.544       0.822
registers               9.50          0.0241        9.52
total                   13.8            3.76        17.6
## final cells by class
cell class	instances	area, um2
Fill cell	92476	668000
Sequential cell	8224	247000
Inverter	1	3.75
Tap cell	13651	17100
Antenna cell	43	108
Clock inverter	384	3390
Multi-Input combinational cell	4066	61900
Clock buffer	1083	21700
Timing Repair Buffer	904	7340
## per-layer routing
layer  vias to the layer above  global-route usage [%]
li1                      58894                       -
met1                     73678                    16.8
met2                     10034                    25.7
met3                      1453                    15.4
met4                        28                    6.45
met5                         -                    1.59
## per-stage QoR
stage / hold slack [ps] / util (%)
3_3_place_gp: 909 / 32.4
5_1_grt: 978 / 34.9
4_1_cts: 925 / 34.9
3_5_place_dp: 927 / 32.4
6_report: 913 / 34.9
2_1_floorplan: 819 / -
## worst paths after layout
kind,start,end,cells past startpoint
worst max register to register,mem[43][23],data_out[23],6
worst max-delay path,addr[0],data_out[23],14
worst min register to register,mem[227][5],data_out[5],5
worst min-delay path,mem[227][5],data_out[5],5
## flip-flops by register name, summed over array words and instances, names as in the netlist
name	flops
mem	8192
data_out	32
## cells by family (layout without fill, tap and decap cells)
kind of cell	Yosys count	in the layout
flip-flops	8224	8224
multiplexers	2048	2048
buffers and inverters	797	2372
AND/OR/NAND/NOR	354	354
AND-OR/OR-AND	1664	1664
other	0	43
Power and IR drop assume default switching activity.
